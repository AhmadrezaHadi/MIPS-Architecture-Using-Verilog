File: flow/run.sh
#!/bin/bash
# OpenROAD 26Q1-2900-gdf79404cd8, Yosys 0.63+post, stock flow scripts
make -C /OpenROAD-flow-scripts/flow DESIGN_CONFIG=/design/flow/config.mk WORK_HOME=/design/flow/orfs finish
File: flow/design.v
`timescale 1ns / 1ps
module data_memory(
	 input clock,
    input [6:0] address,
    input [31:0] write_data,
    input mem_write,
    input mem_read,
    output [31:0] data_out
    );
	reg [31:0]data_mem[0:127];
	integer i;
	initial
	begin
		for (i = 0; i < 128; i = i + 1)
		begin
			data_mem[i] = 0;
		end
		data_mem[13] = 13;
	end
	always @(posedge clock)
	begin
		if (mem_write)
			data_mem[address] <= write_data;
	end
	assign data_out = (mem_read) ? data_mem[address] : 32'b0;
endmodule
File: flow/config.mk
export PLATFORM = sky130hd
export DESIGN_NAME = data_memory
export DESIGN_NICKNAME = data_memory
export VERILOG_FILES = /design/flow/design.v
export SDC_FILE = /design/flow/constraint.sdc
export NUM_CORES = 4
export LEC_CHECK = 1
export CORE_UTILIZATION = 50
File: flow/constraint.sdc
current_design data_memory

set clk_period 63.3
set clk_io_pct 0.2

create_clock -name clk0 -period $clk_period [get_ports {clock}]

set non_clock_inputs [all_inputs -no_clocks]
set_input_delay [expr $clk_period * $clk_io_pct] -clock clk0 $non_clock_inputs
set_output_delay [expr $clk_period * $clk_io_pct] -clock clk0 [all_outputs]
==> results.py <==
# Synthesis and PnR figures
metrics = {
    "die": {
        "io_pins": 74,
        "initCoreUtil_pct": 50.3,
        "core-area_mm2": 0.312,
        "die_area_mm2": 0.317,
        "fp.dieW_um": 563,
        "row_count": 205,
        "die_y_um": 563,
    },
    "routing": {
        "remaining_drc_errors": 0,
        "firstDrtPassIters": 8,
        "vias": 93100,
        "dr.first_iter.drc_count": 8195,
        "wl_mm": 532,
        "vias_per_cell": 6.63,
        "wl_per_cell_um": 37.9,
        "drtAntennaViolNets": 0,
    },
    "synth": {
        "simple_gate_area_share_pct": 3.23,
        "synthDistinctLibCells": 71,
        "ys.warnings.count": 1,
        "async_reset_ff_share_pct": 0,
        "synthCells": 9202,
        "yosys-top-cells-area": "edfxtp_1 (78%), mux2i_1 (2.5%), a221oi_1 (2.2%)",
        "top_cell": "edfxtp_1",
        "syn-cell-area_mm2": 0.157,
        "synth.top_cell.area_share_pct": 78.3,
        "ys_sh_adder_pct": 0,
        "yosysCellCount": 9202,
        "dominantRegCellSynth": "edfxtp_1",
        "synthMuxAreaShare_pct": 4.78,
        "ys_sh_xor_pct": 0,
        "yosysTopAreaCell": "edfxtp_1",
        "synth_flops": 4096,
        "edf_count": 4096,
        "logic_family": "AND-OR/OR-AND gates",
        "synthTopCellsByCount": "edfxtp_1 (4096), nand2_1 (646), a21oi_1 (568)",
        "ys_area_mm2": 0.157,
        "syn_area_per_cell_um2": 17.1,
        "ys_sh_aoi_pct": 11.7,
        "ys_seq_share_pct": 78.3,
    },
    "clocking": {
        "clkTransAtPathRegs_ns": 0.06,
        "postCtsSetupBuffers": 0,
        "tritoncts": "built",
        "htreeDepth": 5,
        "cts.sink_count": 4096,
        "cts_buffers": 412,
        "clockRootBuffer": "clkbuf_16",
        "hold_buffers": 0,
        "cts_resized": 0,
        "clk_path_buf_depth": 4,
    },
    "placed_design": {
        "io_buffers": 73,
        "hpwlAfterDp_mm": 312,
        "placed_area_mm2": 0.165,
        "gp_congestion": 0.980,
    },
    "worst_setup_path": {
        "crit_type": "in -> out",
        "worst_ep_arrival_time_ns": 19.62,
        "worstSetupStartpointType": "input pin",
        "critPathCaptureType": "primary output",
        "critPathMaxFanout": 71,
        "required_ns": 50.64,
    },
    "run": {
        "warnings": 30,
        "drv_cap": 3,
    },
    "finish": {
        "drive_above_1_share_pct": 15.7,
        "fin_util_pct": 57.1,
        "syn2layout_area_growth_pct": 13.6,
        "postLayoutCellArea_mm2": 0.179,
        "top_regs": "data_mem x4096",
        "largest_reg_flops": 4096,
        "regMostFlops": "data_mem",
    },
    "power_and_ir_drop": {
        "power.total_mw": 5.76,
        "power_density_mw_per_mm2": 32.2,
        "p_leak_nw": 56.6,
        "peakVddDrop_v": 0.0000249,
    },
    "sta": {
        "setup_viol": 0,
        "post-route-period-util_pct": 51.0,
        "tightest_slew_ns": 1.60,
        "setup-tns-final_ns": 0,
        "maxSlewViolCount": 7,
        "rsz0062_at_grt": "no",
        "slew_headroom_pct": -6.96,
        "hold_viol": 0,
        "fin_worst_hold_slack_ns": 11.96,
        "period_minus_slack_ns": 32.28,
        "max_freq_ghz": 0.0310,
    },
    "hold_path": {
        "hold_class": "in -> reg",
    },
    "grt": {
        "grt_pass1_wl_mm": 739,
        "grt_antenna_before_repair": 44,
        "grtUsageTotal_pct": 38.0,
        "grt_pass1_vias": 98200,
        "overflow": 0,
        "grt_max_degree": 106,
    },
    "run_status": {
        "status": "finished, violations left",
        "failed_checks": "capacitance limit, slew limit",
    },
}
layer usage:
| metal | track usage, % | vias to the layer above | share of wire (%) |
|---|---|---|---|
| li1 | - | 38600 | - |
| met1 | 42.4 | 45700 | 29 |
| met2 | 50.4 | 7411 | 44 |
| met3 | 32.5 | 1329 | 20 |
| met4 | 20.5 | 65 | 7.1 |
| met5 | 3.99 | - | 0.40 |
path summary, 6_finish.rpt:
path  depth (start not counted)      startpoint          endpoint  slack, ns
max                          13      address[2]      data_out[19]      31.02
min                           1  write_data[27]  data_mem[35][27]      11.96
final cells by class:
type	count	area, um2
diodes	76	190
repair buffers	569	4570
inverters	12	62.6
flip-flops and latches	4096	123000
clock buffers	492	10700
fillers	22600	134000
multi-input cells	4394	32200
well taps	4140	5180
clock inverters	263	2650
kinds of logic (layout without fill, tap and decap cells):
family,after synthesis,after routing
flops,4096,4096
compound gates,2542,2542
simple gates,1218,1218
buf+inv,712,1336
mux,634,634
other cells,0,76
cell usage in the layout, fill, tap and decap left out, types with 13 or more instances in the layout:
cell,count
clkdlybuf4s50_1,35
or3_1,20
nand3_1,18
o31ai_1,19
o22ai_1,196
clkinv_2,82
nor2_1,230
mux4_2,77
a32oi_1,21
a211oi_1,30
clkbuf_1,77
o211ai_1,20
nor2b_1,34
a221oi_1,394
o22a_1,34
buf_6,13
a22oi_1,392
o32ai_1,16
diode_2,76
o221ai_1,113
mux2i_1,399
o21ai_0,220
a222oi_1,175
clkinv_1,103
a221o_1,48
o2111ai_1,25
nor3_1,52
nor2_4,126
edfxtp_1,4096
o2bb2ai_1,43
mux2_2,158
a31oi_1,53
a21oi_1,562
bufinv_16,41
a22o_1,80
clkbuf_16,415
buf_4,506
nand2_1,633
critical path: stages:
cell             delay, ns
buf_8                 0.47
buf_4                 0.54
nor2b_4               0.35
buf_4                 0.71
buf_4                 0.73
buf_4                 0.69
a221oi_1              0.16
o311ai_0              0.54
o21ai_0               0.61
o2111a_1              0.36
o32ai_1               0.78
buf_4                 0.27
clkdlybuf4s50_1       0.46
metrics by stage:
stage / instances / setup slack, ns
2_1_floorplan: 9202 / 36.07
3_3_place_gp: 13200 / 31.37
3_5_place_dp: 13200 / 31.43
4_1_cts: 14000 / 31.41
5_1_grt: 14000 / 30.97
6_report: 14000 / 31.02
where the power goes:
part	switching, mW	total, mW	internal (mW)
registers	0.00222	3.00	2.99
logic	0.266	0.355	0.0890
clock network	1.03	2.40	1.37
No activity file was given, so power comes from the tool's default toggle rates.
