[design/flow/run.sh]
#!/bin/bash
# OpenROAD 26Q1-2900-gdf79404cd8, Yosys 0.63+post, stock flow scripts
make -C /OpenROAD-flow-scripts/flow DESIGN_CONFIG=/design/flow/config.mk WORK_HOME=/design/flow/orfs finish
[design/flow/config.mk]
export PLATFORM = sky130hd
export DESIGN_NAME = instruction_memory
export DESIGN_NICKNAME = instruction_memory
export VERILOG_FILES = /design/flow/design.v
export SDC_FILE = /design/flow/constraint.sdc
export NUM_CORES = 4
export LEC_CHECK = 1
export CORE_AREA = 10 10 70 70
export DIE_AREA = 0 0 80 80
[design/flow/constraint.sdc]
current_design instruction_memory

set clk_period 1.4
set clk_io_pct 0.2

create_clock -name clk0 -period $clk_period

set non_clock_inputs [all_inputs -no_clocks]
set_input_delay [expr $clk_period * $clk_io_pct] -clock clk0 $non_clock_inputs
set_output_delay [expr $clk_period * $clk_io_pct] -clock clk0 [all_outputs]
[design/flow/design.v]
`timescale 1ns / 1ps
module instruction_memory(
    input [4:0] instruction_address,
    output [31:0] instruction
    );
	reg [31:0]memory[0:31];
	integer i;
	initial
	begin
		memory[0] = 32'b001000_00000_00001_0000000000000011;
		memory[1] = 32'b001000_00000_00010_0000000000000011;
		memory[2] = 32'b000000_00001_00010_00011_00000_011000;
		memory[3] = 32'b100011_00010_00001_0000000000001010;
		memory[4] = 32'b000100_00001_00010_0000000000010100;
	end
	assign instruction = memory[instruction_address];
endmodule
==> Slide: Implementation Results <==
Implementation Results

Worst setup path
  – Slowest cell on the critical path: dlygate4sd2_1
  – Critical Path End Type: output port
  – Cells along the critical path: buf_2 -> inv_2 -> ha_4 -> or2_1 -> dlygate4sd2_1
  – CP max stage delay: roughly 240 ps
  – Worst Path Buf+Inv: 3
  – Critical path fanouts, max: 3
  – Startpoint types: input port
  – CP delay by family, top: buffers and inverters
  – CP Data Required Time: 1120 ps
  – CP arrival: 1040 ps
  – Crit path kind: in2out

Final layout
  – # fillers: between 300 and 400
  – Share of layout cells above drive strength 1: between 20% and 30%
  – Register area: 0 sq um
  – Syn-to-layout area delta: 71.4%
  – Design area: about 440 sq um
  – Clock buf count: 0
  – Logic area: roughly 170 sq um
  – Registers: 0

Yosys
  – Number of cells in Yosys stat: 36
  – Syn Inst Count: 36
  – Yosys warns: 1
  – Mapped Avg Cell Area: roughly 7.2 sq um
  – Main area contributors: buf_4, ha_1, nor2b_1, nor2_1, nand2b_1
  – Mapped Area: roughly 260 sq um
  – Yosys Chip Area: 258 sq um
  – Top cell area share: about 70%
  – Distinct lib cells: 8
  – Cell type with the largest total area: buf_4
  – Sequential cell area fraction in the yosys report: 0%

Power and ir drop
  – LEAKAGE: ~0.31 nW
  – Total power: 0.0768 mW
  – Peak VDD IR: 0.0199 mV
  – PwrDens: roughly 170 mW/mm^2

Route
  – ANT nets after route: 0
  – # DRC: 0
  – Average via count per standard cell: slightly above 2
  – First DRT Iteration DRCs: 6
  – Final WL: 778 um
  – Avg WL per Cell: between 8 and 9 um
  – Pre-antenna DRT Iters: 2
  – ANT cells: 0
  – Vias: approximately 190

STA
  – Max Freq: 759 MHz
  – Fin. Hold Viols: 0
  – Setup WS post-layout: ~83 ps
  – Final Slew Violations: 0
  – Tcrit/Tclk final: between 90 and 100%
  – RSZ-0062 raised after global routing: false
  – Final setup fails: 0
  – Tmin final: between 1000 and 1500 ps

Global route
  – First-pass GRT wire length: between 800 and 900 um
  – Antenna violations before repair: 0
  – Largest net degree at the start of global routing: 9
  – Total GRT Usage: roughly 1.5%
  – Vias in the first global route: 193
  – Overflow after GRT: 0

Placed design
  – Buffers added on ports: 19
  – DP Wirelength: around 660 um
  – Worst slack, placed: -640 ps
  – DP Area: 389 sq um
  – Gp weighted congestion: between 0.6 and 0.7

Worst hold path
  – Min-Delay Startpoint: instruction_address[1]
  – Hold Path Stages: 3
  – Min-Delay Endpoint: instruction[29]
  – Hold WC Path Type: in2out

Die
  – Core ar.: roughly 0.0034 sq mm
  – Starting Density: under 10%
  – Die width: 80 um
  – # rows: 21
  – DIE AREA: about 0.0064 sq mm
  – Die Span Y: 80 um
  – Ports: 37

Clocking
  – Post-CTS Hold Fix Bufs: 0

Flow run
  – Number of OpenROAD warnings: 36
  – Max Cap Viol: 0

Status
  – Status: complete, no violations
-- tightest hold or removal path, stage by stage --
cell and delay [ps]:
buf_6 100, nor2_4 40, dlymetal6s2s_1 120
-- logic make-up (layout without fill, tap and decap cells) --
group / after synthesis / after routing / share of synthesized area [%]
other cells: 1 / 16 / 1.45
fa+ha+maj: 2 / 2 / 9.71
simple gates: 8 / 8 / 17.5
buf+inv: 25 / 22 / 71.4
-- metrics by stage --
step | hold WS (ps) | instances | TNS, ps | utilization [%]
2_1_floorplan | 573 | 51 | 0 | -
3_3_place_gp | 1520 | 93 | -7850 | 11.4
3_5_place_dp | 1520 | 93 | -7990 | 11.4
4_1_cts | 1020 | 94 | -734 | 12.1
5_1_grt | 836 | 94 | 0 | 12.9
6_report | 822 | 94 | 0 | 12.9
-- what timing repair did --
| action | in CTS | in global routing |
|---|---|---|
| endpoints found under the setup margin | 16 | 10 |
| gates resized | 25 | 13 |
| setup buffers | 1 | 0 |
| pin swaps | 1 | 1 |
-- worst max-delay path by stage --
stage | cells past startpoint | start | end
4_1_cts | 4 | instruction_address[2] | instruction[29]
5_1_grt | 5 | instruction_address[0] | instruction[21]
6_report | 5 | instruction_address[0] | instruction[21]
-- Yosys cell counts --
library cell,n
conb_1,1
nor2_1,2
buf_4,24
or2_1,1
inv_1,1
nor2b_1,4
nand2b_1,1
ha_1,2
-- placed cells by master (no fill, tap or decap), types with 2 or more instances in the layout --
cell type	count
nor2b_4	2
buf_2	2
dlygate4sd2_1	6
buf_6	2
dlymetal6s2s_1	8
clkdlybuf4s50_1	2
nor2b_1	2
conb_1	16
-- layout make-up --
| type | count | area share [%] |
|---|---|---|
| Inverter | 1 | 0.850 |
| Multi-Input combinational cell | 26 | 38.0 |
| Tap cell | 46 | 13.0 |
| Timing Repair Buffer | 21 | 48.2 |
-- report_power, final --
group          switching [mW]  internal, mW  total [mW]
combinational          0.0261        0.0507      0.0768
clock                       0             0           0
sequential                  0             0           0
-- metal layers --
metal,global-route usage [%],up-vias,share of wire [%],wire (um)
met1,2.04,80,48,375
met4,0,0,0,0
li1,-,92,-,-
met5,0,-,0,0
met3,0.341,0,11,84
met2,2.65,22,41,319
Power figures rest on the tool's default switching activity, not on a simulated workload.
