## design.v

```verilog
`timescale 1ns / 1ps
module register_bank(
	 input clock,
	 input [4:0] read_reg1,
    input [4:0] read_reg2,
    input [4:0] write_reg,
    input [31:0] write_data,
    input reg_write,
    output [31:0] read_data1,
    output [31:0] read_data2
    );
	reg [31:0] data_reg [0:31];
	initial
	begin
		data_reg[0] <= 32'b0;
		data_reg[13] <= 32'b11;
	end
	always @(posedge clock)
	begin
		data_reg[0] <= 32'b0;
		data_reg[13] <= 32'b11;
		if (reg_write)
			data_reg[write_reg] <= write_data;
	end
	assign read_data1 = data_reg[read_reg1];
	assign read_data2 = data_reg[read_reg2];
endmodule
```

## run.sh

```bash
#!/bin/bash
# OpenROAD 26Q1-2900-gdf79404cd8, Yosys 0.63+post, stock flow scripts
make -C /OpenROAD-flow-scripts/flow DESIGN_CONFIG=/design/flow/config.mk WORK_HOME=/design/flow/orfs finish
```

## config.mk

```make
export PLATFORM = sky130hd
export DESIGN_NAME = register_bank
export DESIGN_NICKNAME = register_bank
export VERILOG_FILES = /design/flow/design.v
export SDC_FILE = /design/flow/constraint.sdc
export NUM_CORES = 4
export LEC_CHECK = 1
export CORE_UTILIZATION = 30
```

## constraint.sdc

```tcl
current_design register_bank

set clk_period 5.7
set clk_io_pct 0.2

create_clock -name clk0 -period $clk_period [get_ports {clock}]

set non_clock_inputs [all_inputs -no_clocks]
set_input_delay [expr $clk_period * $clk_io_pct] -clock clk0 $non_clock_inputs
set_output_delay [expr $clk_period * $clk_io_pct] -clock clk0 [all_outputs]
```

==> results_dict.tcl <==
# yosys + openroad results
set metrics [dict create \
    initialDrtViolationCount 2089 \
    leakagePower_nw 20.5 \
    grt_overflow 0 \
    cap_violations 0 \
    status "completed" \
    drtPass1Iterations 5 \
    hold_violations 0 \
    ys_ff 1024 \
    setup_tns_ps 0 \
    cp-end-kind "output port" \
    dp_cells 5572 \
    core_region_area_sq_um 159000 \
    cp.arrival_ps 4210 \
    vias 31283 \
    areaGrowthSynthToFinish_pct 16.9 \
    die-width_microns 403 \
    dp_hpwl_microns 93100 \
    tool_warnings 26 \
    synth.distinct_cells 27 \
    fin_cells 5769 \
    routedWlPerCell_microns 27.9 \
    setup_viol 0 \
    p_per_area_nw_per_um2 300 \
    hold_class "primary input to register" \
    io_pins 113 \
    final_area_sq_um 56500 \
    initCoreUtil 0.303 \
    htree_num_levels 3 \
    viasPerCell 5.42 \
    largest_reg_flops 1024 \
    cts_setup_buffers 0 \
    crit_chain "clkdlybuf4s50_1 -> nor2b_4 -> buf_12 -> buf_12 -> a22oi_1 -> nand3_1 -> nand4_1 -> clkdlybuf4s50_1" \
    antenna_found_initial 11 \
    max-clock-path-buffers 3 \
    yosysCellCount 3392 \
    max_freq_mhz 187 \
    netlist_area_sq_um 48300 \
    worstPathRequired_ps 4560 \
    grt.total_usage 0.207 \
    cts_root_buf "clkbuf_16" \
    grt_pass1_wl_microns 228000 \
    cp_top_family "buffers and inverters" \
    cp_max_fo 28 \
    worstSetupStartpointType "primary input" \
    ir_drop_mv 0.219 \
    io_buffers 112 \
    worst_pin_slew_ps 975 \
    synth-main-ff-cell "edfxtp_1" \
    yosys_area_sq_um 48300 \
    layout_top_cell "mux2i_1" \
    yosysWarnings 1 \
    postCtsHoldBufs 0 \
    cts_resized 0 \
    slew_violations 0 \
    wirelength_microns 161000 \
    drive_gt1_frac 0.106 \
    crit_path_max_incr_delay_ps 780 \
    grt_pass1_vias 32036 \
    syn-mean-instance-area_sq_um 14.2 \
    cp_num_buf_inv 4 \
    ant_nets 0 \
    cts_made_buffers 101 \
    fin_crit_ps 5350 \
    row_count 146 \
    slew_headroom 0.349 \
    clock-sinks 1024 \
    gp_congestion 0.885 \
    layout_top_cells "1024 x mux2i_1, 960 x edfxtp_1, 320 x a22oi_1, 226 x nand3_1, 129 x nand2_1" \
    netlist_instances 3392 \
    postPlaceCellArea_sq_um 53000 \
    die_h_microns 403 \
    synth-edff-count 960 \
    yosysSeqAreaShare 0.624 \
    grt_max_degree 65 \
    ys_async_sr_fraction 0 \
    path_class "primary input to output port" \
    die_area_sq_um 163000 \
    detail_route.drc_violations 0 \
    period_used_share 0.939 \
    slowest_stage "clkdlybuf4s50_1" \
    path_clk_slew_ps 60 \
    rsz0062_at_grt "no" \
    cts_tree "done" \
]
==> synthesized netlist by cell type, drive strengths merged, types with 3 or more instances <==
library cell,count,area [sq um]
dfxtp,64,1280
a31oi,32,200
or3b,3,26.3
nor3,32,160
a22o,64,561
nor2b,5,31.3
a22oi,320,2400
nand2,130,488
nand3,226,1130
nand3b,5,37.5
and2,65,407
nand4,32,200
clkbuf,98,387
or3,3,18.8
nor2,36,138
buf,161,1070
nand2b,3,18.8
edfxtp,960,28800
mux2i,1024,10200
a21oi,128,641
==> where the power goes <==
| part | leakage, nW | switching, mW | internal (mW) |
|---|---|---|---|
| clock | 1.69 | 2.91 | 4.09 |
| sequential | 9.16 | 0.0347 | 8.30 |
| combinational | 9.59 | 1.00 | 0.624 |
==> final timing paths <==
kind | depth (start not counted) | endpoint | slack [ps] | start
max | 8 | read_data2[30] | 350 | read_reg2[2]
min | 2 | data_reg[16][29] | 1250 | write_data[29]
==> cells by family after synthesis <==
family | Yosys count | share of synthesized area
compound gates | 544 | 0.0788
simple gates | 541 | 0.0551
flops | 1024 | 0.624
mux | 1024 | 0.212
buf+inv | 259 | 0.0302
==> per-layer routing <==
layer	part of all wire	GRT usage
met5	0.00035	0.000595
met4	0.036	0.0580
met3	0.16	0.147
met2	0.45	0.304
met1	0.35	0.244
==> per-stage QoR <==
stage,setup slack (ps),hold slack (ps),total power [mW],utilization
after floorplan,2210,1240,9.34,-
final,350,1250,17.0,0.355
after global routing,328,1240,17.4,0.355
after detailed placement,572,1970,10.1,0.333
after CTS,558,1210,17.0,0.355
after global placement,566,1970,10.1,0.333
==> final cells by class <==
class                      instances  area (sq um)
antenna                            7          17.5
clock buffer                     134          2810
clock inverter                    56           643
fill                           14970        103000
multi-input combinational       2109         17000
sequential                      1024         30100
tap                             2146          2690
timing repair buffer             293          3170
Power figures rest on the tool's default switching activity, not on a simulated workload.
